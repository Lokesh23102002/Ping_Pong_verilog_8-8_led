==> flow/design.v <==
`timescale 1ns / 1ps
module Graphic_processor(in,clkin,ledr,ledc);
input clkin;
input wire [11:0]in;
wire [2:0]x[3:0];
assign x[0] = in[11:9]; 
assign x[1] = in[8:6]; 
assign x[2] = in[2:0]; 
assign x[3] = in[5:3]; 
output reg [7:0]ledr;
output reg [7:0]ledc;
reg [2:0]counter = 3'd0;
ClockDividerc d1(clkin,clkout);
always@(posedge clkout)
begin
    case(counter)
    3'd0: ledc <= 8'b10000000;
    3'd1: ledc <= 8'b01000000;
    3'd2: ledc <= 8'b00100000;
    3'd3: ledc <= 8'b00010000;
    3'd4: ledc <= 8'b00001000;
    3'd5: ledc <= 8'b00000100;
    3'd6: ledc <= 8'b00000010;
    3'd7: ledc <= 8'b00000001;
    endcase
    if (counter == 3'd7)
    begin
        counter <= 3'd0;
    end
    else
    begin
        counter <= counter + 3'd1;
    end
end
always@(posedge clkout)
begin
    case(counter)
        3'd0:
        begin ledr <= 8'b11111111;
            ledr[x[0]-1] <= 0;
            ledr[x[0]] <= 0;
            ledr[x[0]+1] <= 0;
            if (x[3] == 3'd0)
                ledr[x[2]] <= 0;
        end
        3'd1:
        begin ledr <= 8'b11111111;
            if (x[3] == 3'd1)
                ledr[x[2]] <= 0;
        end
        3'd2:
        begin ledr <= 8'b11111111;
            if (x[3] == 3'd2)
                ledr[x[2]] <= 0;
        end
        3'd3:
        begin ledr <= 8'b11111111;
            if (x[3] == 3'd3)
                ledr[x[2]] <= 0;
        end
        3'd4:
        begin ledr <= 8'b11111111;
            if (x[3] == 3'd4)
                ledr[x[2]] <= 0;
        end
        3'd5:
        begin ledr <= 8'b11111111;
            if (x[3] == 3'd5)
                ledr[x[2]] <= 0;
        end
        3'd6:
        begin ledr <= 8'b11111111;
            if (x[3] == 3'd6)
                ledr[x[2]] <= 0;
        end
        3'd7:
        begin ledr <= 8'b11111111;
            ledr[x[1]-1] <= 0;
            ledr[x[1]] <= 0;
            ledr[x[1]+1] <= 0;
            if (x[3] == 3'd7)
                ledr[x[2]] <= 0;
        end
    endcase
end
endmodule
`timescale 1ns / 1ps
module ClockDivider(input CLK_IN,output reg CLK_OUT);
    reg[27:0] counter=28'd0;
    parameter DIVISOR = 28'd31250000;  
    always @(posedge CLK_IN)
    begin
        counter <= counter + 28'd1;    
        if(counter >= ( DIVISOR-1 ) )  
            counter <= 28'd0;          
        CLK_OUT <= ( counter < DIVISOR >> 1 )? 1'b1 : 1'b0;  
    end
endmodule
module ClockDividerc(input CLK_IN,output reg CLK_OUT);
    reg[27:0] counter=28'd0;
    parameter DIVISOR = 28'd312500;  
    always @(posedge CLK_IN)
    begin
        counter <= counter + 28'd1;    
        if(counter >= ( DIVISOR-1 ) )  
            counter <= 28'd0;          
        CLK_OUT <= ( counter < DIVISOR >> 1 )? 1'b1 : 1'b0;  
    end
endmodule
`timescale 1ns / 1ps
module BCD(In,out);
input [3:0]In;
output reg[6:0]out;
always@(In)
begin
case(In)
4'd0: out <= 7'b0000001;
4'd1: out <= 7'b1001111;
4'd2: out <= 7'b0010010;
4'd3: out <= 7'b0000110;
4'd4: out <= 7'b1001100;
4'd5: out <= 7'b0100100;
4'd6: out <= 7'b0100000;
4'd7: out <= 7'b0001111;
4'd8: out <= 7'b0000000;
4'd9: out <= 7'b0000100;
endcase
end
endmodule
module ping_pong(up1,up2,down1,down2,start,clkin,ledr,ledc,clkout,outs,en);
input up1,up2,down1,down2,start;
input clkin;
output clkout;
reg [11:0]ploc=12'b001001100100;
reg vx = 1;
reg [1:0]vy = 2'd2;
reg [3:0]score1 = 4'd0;
reg [3:0]score2 = 4'd0;
output reg [6:0]outs;
output reg [3:0]en;
reg res = 0;
ClockDividerc C2(clkin, clkouts);
reg resetb = 0;
wire [6:0]ou1,ou2;
BCD B1(score1 , ou1);
BCD B2(score2, ou2);
always@(posedge clkouts)
begin
if (res == 0)
begin
    en = 4'b0111;
    outs <= ou1;
    res <= 1;
end
else if(res == 1)
begin
    en = 4'b1110;
    outs <= ou2;
    res <= 0;
end
end
output [7:0]ledr,ledc;
wire clkout;
Graphic_processor G1(ploc,clkin,ledr,ledc);
ClockDivider C1(clkin,clkout);
always@(posedge clkout)
begin
    if (start == 1 )
    begin
        if (down1 == 1 & up1 == 1)
        begin
            ploc[11:9] = ploc[11:9];  
        end
        else
        begin
            if ((down1 == 1) & (ploc[11:9] != 3'd6))
            begin
                ploc[11:9] = ploc[11:9]+3'd1;           
            end
            if ((up1 == 1) & (ploc[11:9] != 3'd1))
            begin
                ploc[11:9] = ploc[11:9]-3'd1;         
            end
         end
        if (down2 == 1 & up2 == 1)
        begin
            ploc[8:6] = ploc[8:6]; 
        end
        else 
        begin 
            if ((down2 == 1) & (ploc[8:6] != 3'd6))
            begin
                ploc[8:6] = ploc[8:6]+3'd1;
            end
            if ((up2 == 1) & (ploc[8:6] != 3'd1))
            begin
                ploc[8:6] = ploc[8:6]-3'd1;        
            end
        end
     end
end
always@(posedge clkout)
begin
    if ((start == 1) & (resetb==0))
    begin
        if(vx == 0)
        begin
            ploc[5:3] <= ploc[5:3] +1;
        end
        else
        begin 
            ploc[5:3] <= ploc[5:3] - 1;
        end
        if(vy == 2'd0)  
        begin
            ploc[2:0] <= ploc[2:0] +1;
        end
        else if(vy == 2'd1)  
        begin
            ploc[2:0] <= ploc[2:0]-1;
        end
        else
        begin 
            ploc[2:0] <= ploc[2:0];
        end
    end
    else if((start ==1) & (resetb == 1) )
    begin
    ploc[5] <= 0;
    ploc[4]  <= 1;
    ploc[3]  <=1;
    ploc[2]  <=0;
    ploc[1]  <=1;
    ploc[0]  <=1;
    end
end
always@(negedge clkout)
begin
    if (ploc[5:3]== 3'd6)
    begin
        if ((ploc[2:0] == ploc[8:6]) & (ploc[2:0]!= 3'd0) & (ploc[2:0]!= 3'd7))
         begin 
            vy <= 2'd2;
            vx <= 1; 
         end
         else if ((ploc[2:0] == ploc[8:6]+1)& (ploc[2:0]!= 3'd0) & (ploc[2:0]!= 3'd7))
         begin 
            vy <= 2'd0;
            vx <= 1; 
         end
         else if ((ploc[2:0] == ploc[8:6]-1) & (ploc[2:0]!= 3'd0) & (ploc[2:0]!= 3'd7))
         begin 
            vy <= 2'd1;
            vx <= 1; 
         end
         else
         begin
            vx <= 0;
         end
    end
    else 
    if(ploc[5:3]== 3'd1)
    begin
        if ((ploc[2:0] == ploc[11:9]) & (ploc[2:0]!= 3'd0) & (ploc[2:0]!= 3'd7))
         begin 
            vy <= 2'd2;
            vx <= 0;
         end
         else if ((ploc[2:0] == ploc[11:9]+1) & (ploc[2:0]!= 3'd0) & (ploc[2:0]!= 3'd7))
         begin 
            vy <= 2'd0;
            vx <= 0;
         end
         else if ((ploc[2:0] == ploc[11:9]-1) & (ploc[2:0]!= 3'd0) & (ploc[2:0]!= 3'd7))
         begin 
            vy <= 2'd1;
            vx <= 0;
         end
         else
         begin
            vx <= 1;
         end
    end
    if (resetb == 0)
    begin
        if(ploc[5:3]== 3'd7)
        begin
            score1 <= score1+1;
            vx <= 1;
            resetb <=1;
        end
        else if(ploc[5:3]== 3'd0)
        begin
            score2 <= score2+1;
            vx <= 0;
           resetb <= 1;
        end
    end
    else if((resetb == 1))
    begin
    resetb <= 0;
    end
    if(ploc[2:0] == 3'd0)
    begin
        vy <= 2'd0;
    end 
    if(ploc[2:0] == 3'd7)
    begin
        vy <= 2'd1;
    end 
end
endmodule
==> flow/run.sh <==
#!/bin/bash
# OpenROAD 26Q1-2900-gdf79404cd8, Yosys 0.63+post, stock flow scripts
make -C /OpenROAD-flow-scripts/flow DESIGN_CONFIG=/design/flow/config.mk WORK_HOME=/design/flow/orfs finish
==> flow/config.mk <==
export PLATFORM = sky130hd
export DESIGN_NAME = ping_pong
export DESIGN_NICKNAME = ping_pong
export VERILOG_FILES = /design/flow/design.v
export SDC_FILE = /design/flow/constraint.sdc
export NUM_CORES = 4
export LEC_CHECK = 1
export CORE_UTILIZATION = 50
==> flow/constraint.sdc <==
current_design ping_pong

set clk_period 5.5
set clk_io_pct 0.2

create_clock -name clk0 -period $clk_period [get_ports {clkin}]

set non_clock_inputs [all_inputs -no_clocks]
set_input_delay [expr $clk_period * $clk_io_pct] -clock clk0 $non_clock_inputs
set_output_delay [expr $clk_period * $clk_io_pct] -clock clk0 [all_outputs]
==> out/qor.yml <==
logic_synthesis:
  yosys.area.top_type: "dfxtp_1"
  syn_area_um2: 8450
  ys_area_um2: 8450
  postSynthAreaPerCell_um2: 8.88
  synthFlopType: "dfxtp_1"
  yosysMostFrequentCell: "dfxtp_1"
  top_area_share_pct: 28.4
  synth_cells: 951
  async_flop_share_pct: 0
  synth.distinct_cells: 82
  ys_ff: 154
  topCellsByArea: "dfxtp_1, ha_1, edfxtp_1"
  ys_warn_count: 7
  ys_cells: 951
  edf_count: 20
  netlist_top_cells_count: "dfxtp_1, nor2_1, nand2_1"
cts:
  clockBufferDepth: 2
  cts_buffers: 9
  htreeDepth: 3
  clock-root-buffer: "clkbuf_16"
  clkTransAtPathRegs_ps: 70
  cts_tree: "yes"
  cts_hold_buf: 0
  clock_latency_ps: 340
  cts_setup_buffers: 0
  cts_resized: 0
floorplan:
  initial_core_util_pct: 51.1
  core_um2: 16500
  dieArea_um2: 17400
  die_w_um: 132
  row_count: 47
  die_h_um: 132
  io_pins: 34
flow_run:
  drv_cap: 0
  warnings: 59
finish:
  seq_area_um2: 3210
  stdcell_count: 1189
  mi_logic_area_um2: 4830
  layout-drive-gt1-share_pct: 4.54
  fin_util_pct: 55.2
  fillCellCount: 1431
  area_growth_pct: 7.94
timing:
  fin_skew_ps: 4.60
  fmax_ghz: 0.383
  hold_viol: 0
  fin_crit_ps: 2610
  relSlewSlack_pct: 39.6
  tns_ps: 0
  setup_viol: 0
  rsz0062_at_grt: "no"
  worst_slew_pin_slew_ps: 895
  unclocked_regs: 67
  slew_violations: 0
  fin_crit_sh_pct: 47.5
  untimed_endpoints: 112
  setup_ws_ps: 2890
worst_setup_path:
  cp_max_fo: 14
  reg2reg_to: "C2.counter[18]"
  max_stage_delay_ps: 610
  rrSetupSlack_ps: 3340
  cp_slowest_cell: "dfxtp_1"
  crit_family: "flip-flops"
  worstSetupPathType: "reg2out"
  arrival_ps: 1510
  crit_buf_inv: 1
  start_kind: "flip-flop"
  timing.rr.start: "C2.counter[0]"
  path_cells: "clkdlybuf4s50_1"
  worstSetupEndpointType: "output pin"
  reg2regPathDepth: 6
  required_ps: 4400
worst_hold_path:
  hold_path_depth: 1
  holdPathEnd: "C2.counter[0]"
  hp-class: "reg2reg"
  hp-start: "C2.counter[0]"
detailed_routing:
  wl_per_cell_um: 14.2
  n_antenna_cell: 0
  vias_per_cell: 5.56
  drc_errors: 0
  vias: 6612
  first_iter_violations: 410
  wl_mm: 16.8
  drtPass1Iterations: 5
  drtAntennaViolNets: 0
global_route:
  grt.overflow.total: 0
  track_usage_pct: 20.5
  grt_pass1_wl_mm: 28.8
  grt_pass1_vias: 5939
  antenna_found_initial: 0
  grt_max_degree: 26
placement:
  io_buffers: 31
  dpl_worst_slack_ps: 3220
  dp_hpwl_mm: 12.7
  place.gp.congestion: 0.909
  dp_cells: 1173
pwr:
  p_per_area_nw_per_um2: 154
  p_leak_uw: 0.00341
  p_switching_uw: 366
  vdd_drop_max_uv: 315
  p_clk_share_pct: 41.2
  intPower_uw: 1040
  p_comb_share_pct: 10.0
  swShare_pct: 26.1
  power_frac_seq_pct: 48.8
outcome:
  status: "complete, no violations"
-- cells by family after synthesis --
family / after synthesis / share of synthesized area [%]
simple gates: 372 / 22.0
compound gates: 158 / 13.4
flops: 140 / 35.5
buf+inv: 102 / 5.88
xor+xnor: 88 / 9.86
fa+ha+maj: 60 / 8.88
mux: 15 / 1.88
latches: 14 / 2.49
other cells: 2 / 0.0889
-- worst max path at each step --
stage              start      to  slack [ps]  cells after the start
CTS           C1.CLK_OUT  clkout        2840                      1
global route  C1.CLK_OUT  clkout        2770                      1
finish        C1.CLK_OUT  clkout        2890                      1
-- layout by cell type (no fill, tap or decap), types with 12 or more instances in the layout --
cell	Yosys	final
a21oi_1	25	25
and3_1	12	12
clkdlybuf4s50_1	0	31
conb_1	2	23
dfxtp_1	120	120
dlxtn_1	14	14
edfxtp_1	20	20
ha_1	60	60
inv_1	49	49
nand2_1	73	73
nand3_1	40	40
nand4_1	25	25
nor2_1	98	98
nor2b_1	16	16
nor3_1	46	46
nor4_1	13	13
o21ai_0	33	33
xnor2_1	53	53
xor2_1	29	29
-- power by group through the flow --
stage	clock network [µW]	logic [µW]	registers, µW
6_report	578	141	685
4_1_cts	594	139	685
5_1_grt	618	157	687
-- area by class of cell --
class                           count  area share [%]
Inverter                           50            2.06
Clock buffer                        9            2.47
Multi-Input combinational cell    716            53.0
Timing Repair Buffer               33            3.57
Clock inverter                      7           0.686
Sequential cell                   154            35.2
Tap cell                          220            3.02
-- stage by stage --
| stage | total power [µW] | hold slack (ps) | instance area, µm² |
|---|---|---|---|
| final | 1400 | 459 | 9120 |
| after global routing | 1460 | 489 | 9120 |
| after CTS | 1420 | 461 | 9120 |
| after detailed placement | 838 | 445 | 8830 |
| after global placement | 834 | 437 | 8830 |
| after floorplan | 806 | 422 | 8530 |
-- layer usage --
metal | vias up | wire, µm | track usage (%) | part of all wire (%)
li1 | 3370 | - | - | -
met2 | 148 | 7470 | 30.8 | 44
met4 | 0 | 327 | 3.81 | 1.9
met3 | 22 | 660 | 2.75 | 3.9
met1 | 3072 | 8390 | 33.0 | 50
met5 | - | 0 | 0 | 0
-- flip-flops by register name (all words and copies together) (netlist names), 2 cells and up --
signal,cells
C1.counter,28
C2.counter,28
G1.d1.counter,28
ploc,12
G1.ledc,8
G1.ledr,8
B1.out,7
B2.out,7
outs,7
score1,4
score2,4
G1.counter,3
en,2
vy,2
Power figures rest on the tool's default switching activity, not on a simulated workload.
